File: flow/config.mk
export PLATFORM = sky130hd
export DESIGN_NAME = MAIN
export DESIGN_NICKNAME = MAIN
export VERILOG_FILES = /design/flow/design.v
export SDC_FILE = /design/flow/constraint.sdc
export NUM_CORES = 4
export LEC_CHECK = 1
export CORE_AREA = 10 10 70 70
export DIE_AREA = 0 0 80 80
File: flow/constraint.sdc
current_design MAIN

set clk_period 2.2
set clk_io_pct 0.2

create_clock -name clk0 -period $clk_period

set non_clock_inputs [all_inputs -no_clocks]
set_input_delay [expr $clk_period * $clk_io_pct] -clock clk0 $non_clock_inputs
set_output_delay [expr $clk_period * $clk_io_pct] -clock clk0 [all_outputs]
File: flow/design.v
`timescale 1ns / 1ps
module MAIN(A, B, C0, F, C4
    );
   parameter SIZE = 4;
	input [SIZE-1: 0] A, B;
	input C0;
	output [SIZE-1: 0] F;
	output C4;
	wire C1, C2, C3;
	wire G0, G1, G2, G3;
	wire P0, P1, P2, P3;
	Gi G_0(A[0], B[0], G0);
	Gi G_1(A[1], B[1], G1);
	Gi G_2(A[2], B[2], G2);
	Gi G_3(A[3], B[3], G3);
	Pi P_0(A[0], B[0], P0);
	Pi P_1(A[1], B[1], P1);
	Pi P_2(A[2], B[2], P2);
	Pi P_3(A[3], B[3], P3);
	FA FA1(A[0], B[0], C0, F[0]);
	FA FA2(A[1], B[1], C1, F[1]);
	FA FA3(A[2], B[2], C2, F[2]);
	FA FA4(A[3], B[3], C3, F[3]);
	assign C1 = G0 | P0&C0;
	assign C2 = G1 | P1&G0 | P1&P0&C0;
	assign C3 = G2 | P2&G1 | P2&P1&G0 | P2&P1&P0&C0;
	assign C4 = G3 | P3&G2 | P3&P2&G1 | P3&P2&P1&G0 | P3&P2&P1&P0&C0;
endmodule
module FA(A, B, C, F);
	 input A, B, C;
	 output F;
	 assign F = A^B^C;
endmodule
module Gi(input A, input B, output G);
	assign G = A&B;
endmodule
module Pi(input A, input B, output P);
	assign P = A|B;
endmodule
File: flow/run.sh
#!/bin/bash
# OpenROAD 26Q1-2900-gdf79404cd8, Yosys 0.63+post, stock flow scripts
make -C /OpenROAD-flow-scripts/flow DESIGN_CONFIG=/design/flow/config.mk WORK_HOME=/design/flow/orfs finish
==> results.yml <==
# generated from flow reports
synthesis:
  ys_area_sq_um: 307
  synth_dominant_cell_count: "inv_1"
  muxShareOfSynthArea_pct: 0
  ys_sh_simple_pct: 19.6
  common_cells: "inv_1 (10), ha_1 (8), buf_4 (4)"
  synth_cell_types: 16
  top_logic_kind: "adder cells"
  avgSynthCellArea_sq_um: 7.86
  synth_seq_share_pct: 0
  ys_warn_count: 0
  top_cells_by_area: "ha_1 (33%), inv_1 (12%), buf_4 (9.8%)"
  xor_share_pct: 5.71
  yosysTopAreaCell: "ha_1"
  compound_area_share_pct: 13.5
  yosysTopAreaCellShare_pct: 32.7
  synthCells: 39
  syn-cell-area_sq_um: 307
  yosysCellCount: 39
  fa_ha_area_share_pct: 39.2
finish:
  ff_latch_area_sq_um: 0
  ff_count: 0
  final_area_sq_um: 537
  fin_util_pct: 15.7
  area_delta_synth_final_pct: 75.1
  layout-drive-gt1-share_pct: 42.6
  n_clock_buffer: 0
route:
  wl_per_cell_um: 7.76
  vias: 271
  ant_nets: 0
  antenna_cells: 0
  drc: 0
  wl_met2_um: 249
  vias_per_cell: 2.71
  wirelength_um: 776
  drt_iter0_drc: 6
  dr.pass1.iters: 2
  dr_wl_met3_um: 51
  top_layer_used: "met3"
  wl_met1_um: 474
worst_setup_path:
  cp_max_fo: 2
  required_ns: 1.76
  crit_path_start: "A[0]"
  cp.arrival_ns: 1.67
  cp-endpoint: "F[3]"
  cp-end-kind: "output pin"
  path_class: "input port to output pin"
  start_kind: "input port"
place:
  io_buffers: 14
  place_area_sq_um: 504
  gp_congestion: 0.749
  post-dp-hpwl_um: 683
  dp_worst_setup_slack_ns: -0.636
job:
  cap_violations: 0
  log.warning_count: 37
timing:
  setup_slack_ns: 0.0854
  fin_crit_sh_pct: 96.1
  fmaxAchievable_mhz: 473
  setup_viol: 0
  min_period_ns: 2.11
  hold_viol: 0
  whs_ns: 1.47
  drv_slew: 0
  max_slew_margin_pct: 86.0
  worstMarginPinSlew_ns: 0.210
status:
  status: "complete, no violations"
die:
  core-area_sq_mm: 0.00342
  die_width_um: 80
  fp.dieH_um: 80
  io_pins: 14
  initCoreUtil_pct: 8.97
  die-area_sq_mm: 0.00640
  fp-row-count: 21
global_routing:
  grt_max_degree: 4
  overflow: 0
  globalRouteTotalUtil_pct: 2.40
  grt_pass1_wl_um: 1300
  grt_pass1_vias: 296
  antenna_found_initial: 0
power_and_ir_drop:
  finalPower_mw: 0.0934
  peakVddDrop_v: 0.0000716
  powerDensity_mw_per_mm2: 174
  leakagePower_nw: 0.263
hold_path:
  hold_depth: 5
  hp-class: "input port to output pin"
## worst max-delay path: stages
cell	delay (ns)
clkdlybuf4s15_2	0.19
buf_4	0.10
ha_2	0.17
nor2_2	0.04
a211o_1	0.33
a221oi_2	0.26
buf_2	0.14
## layout by cell type, fill, tap and decap left out, drive strengths merged
cell,n
a211o,1
buf,6
clkdlybuf4s15,3
or2b,1
clkbuf,1
nand2b,1
ha,8
xnor2,1
inv,10
a21oi,2
fa,1
nor2b,2
a221oi,1
xor2,1
nor3b,1
o21a,1
nor2,3
dlygate4sd2,9
and2b,1
## worst min path at each step
stage	from	endpoint	slack [ns]
after global routing	A[1]	F[1]	1.51
final	A[1]	F[1]	1.47
after CTS	B[0]	F[3]	1.50
## repair_timing
item                                   CTS  global route
gates resized                           28             8
hold buffers                             0             0
setup endpoints to repair                5             2
pin swaps                                4             2
buffers inserted                         0             1
endpoints found under the hold margin    0             0
## power by group
part | total, mW | internal, mW | switching (mW)
registers | 0 | 0 | 0
logic | 0.0934 | 0.0567 | 0.0367
clock network | 0 | 0 | 0
## metrics by stage
stage,instances,setup TNS [ns]
floorplan,39,0
detailed placement,99,-2.26
finish,100,0
global route,100,-0.00227
global placement,99,-2.23
CTS,99,0
## layout make-up
| class | count | area (sq um) |
|---|---|---|
| timing repair buffer | 19 | 159 |
| multi-input combinational | 25 | 283 |
| tap | 46 | 57.6 |
| inverter | 10 | 37.5 |
| fill | 400 | 2880 |
## per-layer routing
metal / up-vias / GRT usage, %
met2: 12 / 3.29
met1: 114 / 3.77
met5: - / 0
li1: 145 / -
met3: 0 / 0.682
met4: 0 / 0
## logic make-up after synthesis
kind of cell / Yosys count
compound gates: 5
xor+xnor: 2
fa+ha+maj: 9
buf+inv: 14
simple gates: 9
No activity file was given, so power comes from the tool's default toggle rates.
